--- ./constraint.sdc ---
current_design multiplier

set clk_period 32.7
set clk_io_pct 0.2

create_clock -name clk0 -period $clk_period

set non_clock_inputs [all_inputs -no_clocks]
set_input_delay [expr $clk_period * $clk_io_pct] -clock clk0 $non_clock_inputs
set_output_delay [expr $clk_period * $clk_io_pct] -clock clk0 [all_outputs]
--- ./run.sh ---
#!/bin/bash
# OpenROAD 26Q1-2900-gdf79404cd8, Yosys 0.63+post, stock flow scripts
make -C /OpenROAD-flow-scripts/flow DESIGN_CONFIG=/design/flow/config.mk WORK_HOME=/design/flow/orfs finish
--- ./design.v ---
module multiplier (
    input  wire [31:0] a,
    input  wire [31:0] b,
    output wire [63:0] result
);
    wire [63:0] pp [0:31];
    assign pp[0] = b[0] ? {31'b0, 1'b1, !a[31], a[30:0]} : {31'b0, 2'b11, 31'b0};
    genvar i;
    generate
        for (i = 1; i < 31; i = i + 1) begin
            assign pp[i] = b[i] ? {32'b0, !a[31], a[30:0]} << i : {32'b0, 1'b1, 31'b0} << i;
        end
    endgenerate
    assign pp[31] = b[31] ? {1'b1, a[31], ~a[30:0], 31'b0} : {1'b1, 1'b0, 31'b1111111111111111111111111111111, 31'b0};
    wire [63:0] sum_0, carry_0;
    wire [63:0] sum_1, carry_1;
    CSA_16_2 csa0 (
        .a_0(pp[0]),
        .a_1(pp[1]),
        .a_2(pp[2]),
        .a_3(pp[3]),
        .a_4(pp[4]),
        .a_5(pp[5]),
        .a_6(pp[6]),
        .a_7(pp[7]),
        .a_8(pp[8]),
        .a_9(pp[9]),
        .a_10(pp[10]),
        .a_11(pp[11]),
        .a_12(pp[12]),
        .a_13(pp[13]),
        .a_14(pp[14]),
        .a_15(pp[15]),
        .sum(sum_0),
        .carry(carry_0)
    );
    CSA_16_2 csa1 (
        .a_0(pp[16]),
        .a_1(pp[17]),
        .a_2(pp[18]),
        .a_3(pp[19]),
        .a_4(pp[20]),
        .a_5(pp[21]),
        .a_6(pp[22]),
        .a_7(pp[23]),
        .a_8(pp[24]),
        .a_9(pp[25]),
        .a_10(pp[26]),
        .a_11(pp[27]),
        .a_12(pp[28]),
        .a_13(pp[29]),
        .a_14(pp[30]),
        .a_15(pp[31]),
        .sum(sum_1),
        .carry(carry_1)
    );    
    wire [63:0] sum_final, carry_final;
    CSA_4_2 csa_final (
        .a(sum_0),
        .b(carry_0),
        .c(sum_1),
        .d(carry_1),
        .sum(sum_final),
        .carry(carry_final)
    );
    FA fa (
        .a(sum_final),
        .b(carry_final),
        .sum(result)
    );
endmodule
module CSA (
    input  wire [63:0] a,
    input  wire [63:0] b,
    input  wire [63:0] c,
    output wire [63:0] sum,
    output wire [63:0] carry
);
    assign sum = a ^ b ^ c;
    assign carry = ((a & b) | (b & c) | (c & a)) << 1;
endmodule
module CSA_4_2 (
    input  wire [63:0] a,
    input  wire [63:0] b,
    input  wire [63:0] c,
    input  wire [63:0] d,
    output wire [63:0] sum,
    output wire [63:0] carry
);
    wire [63:0] sum_0, carry_0;
    CSA csa0 (
        .a(a),
        .b(b),
        .c(c),
        .sum(sum_0),
        .carry(carry_0)
    );
    CSA csa1 (
        .a(d),
        .b(sum_0),
        .c(carry_0),
        .sum(sum),
        .carry(carry)
    );
endmodule
module CSA_8_2 (
    input wire [63:0] a_0,
    input wire [63:0] a_1,
    input wire [63:0] a_2,
    input wire [63:0] a_3,
    input wire [63:0] a_4,
    input wire [63:0] a_5,
    input wire [63:0] a_6,
    input wire [63:0] a_7,
    output wire [63:0] sum,
    output wire [63:0] carry
);
    wire [63:0] sum_0, carry_0;
    wire [63:0] sum_1, carry_1;
    CSA_4_2 csa0 (
        .a(a_0),
        .b(a_1),
        .c(a_2),
        .d(a_3),
        .sum(sum_0),
        .carry(carry_0)
    );
    CSA_4_2 csa1 (
        .a(a_4),
        .b(a_5),
        .c(a_6),
        .d(a_7),
        .sum(sum_1),
        .carry(carry_1)
    );
    CSA_4_2 csa2 (
        .a(sum_0),
        .b(carry_0),
        .c(sum_1),
        .d(carry_1),
        .sum(sum),
        .carry(carry)
    );
endmodule
module CSA_16_2 (
    input wire [63:0] a_0,
    input wire [63:0] a_1,
    input wire [63:0] a_2,
    input wire [63:0] a_3,
    input wire [63:0] a_4,
    input wire [63:0] a_5,
    input wire [63:0] a_6,
    input wire [63:0] a_7,
    input wire [63:0] a_8,
    input wire [63:0] a_9,
    input wire [63:0] a_10,
    input wire [63:0] a_11,
    input wire [63:0] a_12,
    input wire [63:0] a_13,
    input wire [63:0] a_14,
    input wire [63:0] a_15,
    output wire [63:0] sum,
    output wire [63:0] carry
);
    wire [63:0] sum_0, carry_0;
    wire [63:0] sum_1, carry_1;
    CSA_8_2 csa0 (
        .a_0(a_0),
        .a_1(a_1),
        .a_2(a_2),
        .a_3(a_3),
        .a_4(a_4),
        .a_5(a_5),
        .a_6(a_6),
        .a_7(a_7),
        .sum(sum_0),
        .carry(carry_0)
    );
    CSA_8_2 csa1 (
        .a_0(a_8),
        .a_1(a_9),
        .a_2(a_10),
        .a_3(a_11),
        .a_4(a_12),
        .a_5(a_13),
        .a_6(a_14),
        .a_7(a_15),
        .sum(sum_1),
        .carry(carry_1)
    );
    CSA_4_2 csa2 (
        .a(sum_0),
        .b(carry_0),
        .c(sum_1),
        .d(carry_1),
        .sum(sum),
        .carry(carry)
    );
endmodule
module FA (
    input  wire [63:0] a,
    input  wire [63:0] b,
    output wire [63:0] sum
);
    assign sum = a + b;
endmodule
--- ./config.mk ---
export PLATFORM = sky130hd
export DESIGN_NAME = multiplier
export DESIGN_NICKNAME = multiplier
export VERILOG_FILES = /design/flow/design.v
export SDC_FILE = /design/flow/constraint.sdc
export NUM_CORES = 4
export LEC_CHECK = 1
export CORE_UTILIZATION = 40
==> run summary <==
Yosys Instances = 3982
Placed instance area = 35990 um^2
Number of diodes = 0
Outcome = completed
Largest incremental delay on the critical path = 0.66 ns
YS warnings = 1
Most frequent logic cell in the layout = sky130_fd_sc_hd__inv_1
Largest net degree at the start of global routing = 33
Tool warnings = 34
Transition time at the pin with the least slew margin = 0.7650 ns
Initial standard-cell utilization of the core = 0.4037
I/O Pins = 128
Type of the setup path with the least slack = input port to output port
Capturing element type of the critical path = output port
Total count of max-transition violations in the final report = 0
Total standard cell area after synthesis = 33680 um^2
Fin Setup TNS = 0 ns
Min Clock Period, post-route = 21.69 ns
Share of final-layout standard cells stronger than drive strength 1 = 0.02221
Congestion Overflow GR = 0
Final period utilization = 0.6632
Die Width = 292.2 um
RSZ-0062 raised after global routing = false
Routed wire length = 83.17 mm
DR DRC count = 0
Core Area = 83420 um^2
Worst path arrival time = 15.15 ns
Antenna violations before repair = 1
Synth Seq Share = 0
Aggregate global-route resource usage = 0.2213
Top area contributor share = 0.5391
Layout-stage area growth over the synthesis result = 6.869%
Register Area = 0 um^2
Cell occurring most often along the worst timing path = sky130_fd_sc_hd__fa_1
Number of vias per cell = 4.771
Row cnt = 106
Post-synthesis chip area from yosys = 33680 um^2
Slowest stage cell on the critical path = sky130_fd_sc_hd__nor3_1
Peak Freq = 0.04611 GHz
Final cell utilization of the core = 0.4315
Post-CTS setup buffer count = 0
Routed Antenna Nets = 0
Kind of start point of the critical path = input port
Die Height = 292.2 um
Post-CTS Hold Fix Bufs = 0
Number of clock buffers in the layout = 0
Count of max-cap constraint violations = 0
Iteration count of the initial detailed-routing pass = 7
Setup violations, final = 0
Average footprint of a synthesized cell = 8.458 um^2
Yosys top cell by area = sky130_fd_sc_hd__fa_1
Data required time at the worst endpoint = 26.16 ns
Cells after Synth = 3982
Chip area = 85360 um^2
Routed WL per cell = 16.49 um
Biggest fanout along the worst timing path = 32
Count of sequential standard cells = 0
Delay-heaviest family, CP = adder cells
Final hold vios = 0
Drt initial violations = 808
Hpwl dp = 67.31 mm
Final instance area = 35990 um^2
Headroom to the max-slew limit = 0.4861
Via count of the first global-routing pass = 25.63k
CP Buf/Inv Count = 10
Hold Crit Class = input port to output port
Cell types occupying the most area after synthesis = sky130_fd_sc_hd__fa_1 54%, sky130_fd_sc_hd__inv_1 14%, sky130_fd_sc_hd__and2_1 10%
Number of port buffers = 128
Global-route wire length before repair = 137.6 mm
Number of resized instances in the post-cts repair step = 0
Number of distinct library cell variants in the gate-level netlist after synthesis = 61
Final weighted congestion in routability-driven placement = 0.8958
Most instantiated logic cells after routing = 1288 x sky130_fd_sc_hd__inv_1, 907 x sky130_fd_sc_hd__fa_1, 553 x sky130_fd_sc_hd__and2_1
Number of vias after detailed routing = 24.06k
-- path summary, 6_finish.rpt --
path,start,endpoint,slack [ns],cells after the start
max,a[19],result[53],11.01,27
min,b[0],result[0],14.30,4
-- tightest hold or removal path, cell delays in order --
cell	delay (ns)
sky130_fd_sc_hd__clkdlybuf4s50_1	0.40
sky130_fd_sc_hd__buf_4	0.25
sky130_fd_sc_hd__and2_1	0.19
sky130_fd_sc_hd__clkdlybuf4s50_1	0.39
-- metrics by stage --
step / instances / hold WS (ns) / worst slack [ns]
global placement: 5042 / 14.31 / 11.11
finish: 5042 / 14.30 / 11.01
CTS: 5042 / 14.30 / 11.08
detailed placement: 5042 / 14.30 / 11.15
floorplan: 3982 / 13.16 / 12.87
global route: 5042 / 14.37 / 10.65
-- cell type report --
class                      count  area, um^2
tap                         1080        1351
timing repair buffer         192        1762
multi-input combinational   2482       28050
inverter                    1288        4835
fill                        8354       47430
-- layer usage --
layer,global-route usage,vias to the layer above,part of all wire
li1,-,10940,-
met1,0.2847,12400,0.36
met2,0.3829,619,0.54
met3,0.04632,99,0.054
met4,0.07343,2,0.045
met5,0,-,0.000084
-- logic make-up after synthesis --
logic type,count (synthesis),share of synthesized area
AND/OR/NAND/NOR,1151,0.1743
adder cells (fa/ha/maj),1083,0.6045
XOR/XNOR,52,0.01352
buffers and inverters,1500,0.1673
AND-OR/OR-AND,196,0.04038
-- cell usage after synthesis, types with 2 or more instances --
master and n:
sky130_fd_sc_hd__inv_1 1288, sky130_fd_sc_hd__xnor2_1 26, sky130_fd_sc_hd__fa_1 907, sky130_fd_sc_hd__o21ai_0 31
sky130_fd_sc_hd__clkbuf_1 210, sky130_fd_sc_hd__or2_2 2, sky130_fd_sc_hd__xor2_1 26, sky130_fd_sc_hd__nor4_1 2
sky130_fd_sc_hd__nand2_1 512, sky130_fd_sc_hd__and2_1 553, sky130_fd_sc_hd__o21ai_1 4, sky130_fd_sc_hd__nand3_1 12
sky130_fd_sc_hd__nor2_1 20, sky130_fd_sc_hd__nand3b_1 3, sky130_fd_sc_hd__a31oi_1 5, sky130_fd_sc_hd__a211oi_1 3
sky130_fd_sc_hd__a41oi_2 2, sky130_fd_sc_hd__nand4_1 16, sky130_fd_sc_hd__nor3_1 10, sky130_fd_sc_hd__o31ai_1 4
sky130_fd_sc_hd__o21bai_1 12, sky130_fd_sc_hd__a31o_2 2, sky130_fd_sc_hd__o21a_1 3, sky130_fd_sc_hd__a41oi_1 2
sky130_fd_sc_hd__o31ai_2 2, sky130_fd_sc_hd__nor2b_1 4, sky130_fd_sc_hd__and3_1 6, sky130_fd_sc_hd__a221oi_1 2
sky130_fd_sc_hd__a21oi_1 66, sky130_fd_sc_hd__ha_1 176, sky130_fd_sc_hd__nand2b_1 3, sky130_fd_sc_hd__a21o_1 37
sky130_fd_sc_hd__o21ai_2 3
